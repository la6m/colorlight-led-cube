==> ./design.v <==
`default_nettype none
module phy_sequencer(input wire clock,
                     input wire reset,
                     output reg phy_resetn,
                     output reg mdio_scl,
                     output reg mdio_sda,
                     output reg phy_init_done);
    reg [10:0]  phy_timer;
    reg [10:0]  mdio_timer;
    reg [31:0] mdio_message;
    reg [31:0] mdio_shreg;
    reg [5:0] mdio_bitcnt;
    reg mdio_busy;
    reg mdio_send;
    localparam MDIO_IDLE   = 5'b00001,
                MDIO_PRE   = 5'b00010,
                MDIO_CLOCK = 5'b00100,
                MDIO_POST  = 5'b01000;
    reg [4:0] mdio_state = MDIO_IDLE;
    always @(posedge clock) begin
        if (reset) begin
            mdio_state = MDIO_IDLE;
            mdio_busy <= 1'b0;
            mdio_scl <= 1'b0;
            mdio_sda <= 1'b1;
        end else begin
            case (mdio_state) 
                MDIO_IDLE : begin
                    mdio_busy   <= 1'b0;
                    mdio_timer  <= 10'd128;
                    mdio_bitcnt <= 6'd32;
                    mdio_shreg  <= mdio_message;
                    if (mdio_send) begin
                        mdio_busy   <= 1'b1;
                        mdio_state  <= MDIO_PRE;
                    end
                end
                MDIO_PRE : begin
                    mdio_scl   <= 1'b0;
                    mdio_sda   <= mdio_shreg[31];
                    mdio_timer <= mdio_timer - 1'b1;
                    if (mdio_timer[10]) begin
                        mdio_bitcnt <= mdio_bitcnt - 1'b1;
                        mdio_state  <= MDIO_CLOCK;
                        mdio_timer  <= 10'd256;
                    end
                end
                MDIO_CLOCK : begin
                    mdio_scl   <= 1'b1;
                    mdio_timer <= mdio_timer - 1'b1;
                    if (mdio_timer[10]) begin
                        mdio_state  <= MDIO_POST;
                        mdio_timer  <= 10'd128;
                    end
                end
                MDIO_POST : begin
                    mdio_scl   <= 1'b0;
                    mdio_timer <= mdio_timer - 1'b1;
                    if (mdio_timer[10]) begin
                        mdio_shreg <= {mdio_shreg[30:0],1'b0};
                        mdio_timer  <= 10'd128;
                        if (mdio_bitcnt != 0) begin
                            mdio_state <= MDIO_PRE;
                        end else begin
                            mdio_sda   <= 1'b1;
                            mdio_state <= MDIO_IDLE;
                        end
                    end     
                end
            endcase
        end
    end
    reg [4:0] phy_state;
    localparam PHY_RESET = 5'b00001,
               PHY_POSTRESET = 5'b00010,
               PHY_MDIO_PREAMBLE = 5'b00100,
               PHY_MDIO_INIT = 5'b01000,
               PHY_MDIO_DONE = 5'b10000;
    localparam REG_0_PHY_RESET = 1'b1,
               REG_0_INTERNAL_LOOPBACK = 1'b1,
               REG_0_SPEED_1000MBPS = 2'b10,
               REG_0_AUTO_NEGOTIATION = 1'b1,
               REG_0_POWER_DOWN = 1'b1,
               REG_0_ISOLATE = 1'b1,
               REG_0_RESTART_AUTONEGOTIATION = 1'b1,
               REG_0_FULL_DUPLEX = 1'b1,
               REG_0_COLLISION_TEST = 1'b1;
    localparam REG_10_DISABLE_AUTOMATIC_MDI_CROSSOVER = 1'b1,
               REG_10_TRANSMIT_DISABLE                = 1'b1,
               REG_10_INTERRUPT_DISABLE               = 1'b1,
               REG_10_FORCE_INTERRUPT                 = 1'b1,
               REG_10_BYPASS_4B5B_DECODER             = 1'b1,
               REG_10_BYPASS_SCRAMBLER                = 1'b1,
               REG_10_BYPASS_MLT3                     = 1'b1,
               REG_10_BYPASS_SYMBOL_ALIGN             = 1'b1,
               REG_10_ENABLE_LED_TRAFFIC_MODE         = 1'b1,
               REG_10_FORCE_LEDS_ON                   = 1'b1,
               REG_10_FORCE_LEDS_OFF                  = 1'b1,
               REG_10_FIFO_ELASTICITY_HIGH_LATENCY    = 1'b1;
    initial phy_init_done <= 1'b0;
    localparam PHYADDR = 5'b00000;
    localparam PHYINIT = 5'd5;
    reg [20:0] phy_init_values [31:0];
    initial begin
        phy_init_values[0] = { 5'b0,
                               ~REG_0_PHY_RESET,
                               ~REG_0_INTERNAL_LOOPBACK,
                                REG_0_SPEED_1000MBPS[0],
                                REG_0_AUTO_NEGOTIATION,
                                ~REG_0_POWER_DOWN,
                                ~REG_0_ISOLATE,
                                ~REG_0_RESTART_AUTONEGOTIATION,
                                REG_0_FULL_DUPLEX,
                                ~REG_0_COLLISION_TEST,
                                REG_0_SPEED_1000MBPS[1],
                                6'b0};
        phy_init_values[1] = { 5'h10,
                                1'b0,
                                ~REG_10_DISABLE_AUTOMATIC_MDI_CROSSOVER,
                                ~REG_10_TRANSMIT_DISABLE               ,
                                REG_10_INTERRUPT_DISABLE              ,
                                ~REG_10_FORCE_INTERRUPT                ,
                                ~REG_10_BYPASS_4B5B_DECODER            ,
                                ~REG_10_BYPASS_SCRAMBLER               ,
                                ~REG_10_BYPASS_MLT3                    ,
                                ~REG_10_BYPASS_SYMBOL_ALIGN            ,
                                ~REG_10_ENABLE_LED_TRAFFIC_MODE        ,
                                ~REG_10_FORCE_LEDS_ON                  ,
                                ~REG_10_FORCE_LEDS_OFF                 ,
                                2'b00,
                                REG_10_FIFO_ELASTICITY_HIGH_LATENCY};
        phy_init_values[2] = { 5'h1C,
                               1'b1,  
                               5'b01010,  
                               4'b0,  
                               1'b0,  
                               1'b0,  
                               4'b1};  
        phy_init_values[3] = { 5'h1C,
                               1'b1,
                               5'b01011,
                               2'b00, 
                               1'b0,   
                               1'b0,   
                               1'b0,   
                               1'b0,   
                               1'b0,   
                               1'b0,   
                               2'b00};
        phy_init_values[4] = { 5'h09,
                               3'b0,  
                               1'b0,  
                               1'b0,  
                               1'b0,  
                               1'b1,  
                               1'b1,  
                               8'b0
                             };
    end
    reg [6:0] init_counter;
    always @(posedge clock) begin
        if (reset) begin
            phy_resetn <= 1'b0;
            phy_state  <= PHY_RESET;
            phy_timer  <= 300;
            phy_init_done = 1'b0;
            init_counter  <= 7'b0;
        end else begin
            mdio_send    <= 1'b0;
            case (phy_state)
                PHY_RESET : begin
                    phy_resetn <= 1'b0;
                    phy_timer  <= phy_timer - 11'b1;
                    if (phy_timer[10]) begin
                        phy_timer  <= 511;
                        phy_resetn <= 1'b1;
                        phy_state  <= PHY_POSTRESET;
                    end
                end
                PHY_POSTRESET : begin
                    phy_timer  <= phy_timer - 11'b1;
                    if (phy_timer[10]) begin
                        init_counter <= 7'b0;
                        mdio_message <= 32'hFFFFFFFF;
                        phy_state    <= PHY_MDIO_INIT;
                        mdio_send    <= 1'b1;
                    end
                end
                PHY_MDIO_INIT : begin
                    if (~mdio_busy & ~mdio_send) begin
                        if (init_counter == PHYINIT) begin
                            phy_state    <= PHY_MDIO_DONE;
                        end else begin
                            mdio_message <= {4'b0101,PHYADDR,phy_init_values[init_counter][20:16],2'b10,phy_init_values[init_counter][15:0]};
                            init_counter <= init_counter + 1'b1;
                            mdio_send    <= 1'b1;
                        end
                    end
                end
                PHY_MDIO_DONE : begin
                    phy_init_done <= 1'b1;
                end
            endcase
        end
    end
endmodule
==> ./run.sh <==
#!/bin/bash
# OpenROAD 26Q1-2900-gdf79404cd8, Yosys 0.63+post, stock flow scripts
make -C /OpenROAD-flow-scripts/flow DESIGN_CONFIG=/design/flow/config.mk WORK_HOME=/design/flow/orfs finish
==> ./config.mk <==
export PLATFORM = sky130hd
export DESIGN_NAME = phy_sequencer
export DESIGN_NICKNAME = phy_sequencer
export VERILOG_FILES = /design/flow/design.v
export SDC_FILE = /design/flow/constraint.sdc
export NUM_CORES = 4
export LEC_CHECK = 1
export CORE_UTILIZATION = 40
==> ./constraint.sdc <==
current_design phy_sequencer

set clk_period 8.8
set clk_io_pct 0.2

create_clock -name clk0 -period $clk_period [get_ports {clock}]

set non_clock_inputs [all_inputs -no_clocks]
set_input_delay [expr $clk_period * $clk_io_pct] -clock clk0 $non_clock_inputs
set_output_delay [expr $clk_period * $clk_io_pct] -clock clk0 [all_outputs]
==> results.py <==
# Auto-generated metrics
metrics = {
    "floorplanning": {
        "core_sq_um": 10200,
        "dieArea_sq_um": 10900,
        "rows": 37,
        "die_h_microns": 104,
        "fp_util_pct": 41.0,
        "io_pins": 6,
        "die_w_microns": 104,
    },
    "final_timing": {
        "tightest_slew_ns": 0.661,
        "hold_viol": 0,
        "rsz0062_at_grt": "false",
        "tns_ns": 0,
        "timing.final.ws_setup_ns": 5.51,
        "finClkSkew_ns": 0.0107,
        "maxSlewViolCount": 0,
        "fin_crit_sh_pct": 37.4,
        "holdWs_ns": 0.468,
        "finalSetupViolations": 0,
        "maxSlewHeadroom_pct": 55.7,
        "max_freq_mhz": 304,
        "layout_min_cycle_time_ns": 3.29,
    },
    "place": {
        "post-place-ws_ns": 5.15,
        "place.gp.congestion": 0.779,
        "hpwl_microns": 4110,
        "io_buffers": 5,
    },
    "cts": {
        "cts_made_buffers": 9,
        "clkTransAtPathRegs_ns": 0.09,
        "cts_buffer_depth": 2,
        "clk_latency_ns": 0.35,
        "cts.root.buffer_cell": "clkbuf_8",
        "cts_tree": "yes",
        "cts_setup_buffers": 0,
        "h-tree-depth": 3,
        "cts-resized-gates": 0,
        "clock_sinks": 98,
        "postCtsHoldBufs": 0,
    },
    "worst_setup_path": {
        "cp_data_arrival_time_ns": 3.52,
        "critPathMaxFanout": 23,
        "reg2reg_setup_slack_ns": 6.49,
        "worst-setup-path-type": "input port to flip-flop",
        "end_kind": "flip-flop",
        "r2r_start": "init_counter[2]$_SDFFE_PP0N_",
        "worstPathRequired_ns": 9.03,
        "start_kind": "input port",
        "reg2reg_depth": 7,
    },
    "min_path": {
        "hp-start": "mdio_busy$_SDFFE_PP0N_",
        "hp-class": "flip-flop to flip-flop",
        "worstHoldPathCells": 2,
        "whs_endpoint": "mdio_busy$_SDFFE_PP0N_",
    },
    "finish": {
        "regArea_sq_um": 2550,
        "fill_cells": 929,
        "drive_above_1_share_pct": 7.99,
        "lay_top_count": "nand2_1",
        "lay_top_cells": "nand2_1 (91), edfxtp_1 (59), nor2_1 (41)",
        "mi_logic_area_sq_um": 1540,
        "area_growth_pct": 10.1,
    },
    "synth": {
        "syn-mean-instance-area_sq_um": 10.4,
        "ys_cells": 402,
        "synth_area_sq_um": 4200,
        "async_flop_share_pct": 0,
        "ys_ff": 98,
        "ys_seq_share_pct": 60.8,
        "synthesis.instances": 402,
        "yosys_most_used_dff": "edfxtp_1",
        "synth_warnings": 1,
        "ys_types": 44,
        "ys_area_sq_um": 4200,
        "synth-edff-count": 59,
    },
    "detailed_routing": {
        "wl_per_cell_microns": 11.4,
        "drtIter0Drc": 93,
        "route.detailed.drc": 0,
        "num_vias": 2621,
        "num_antenna_cells": 0,
        "ant_nets": 0,
        "routed_wl_microns": 6270,
        "firstDrtPassIters": 6,
        "viasPerCell": 4.77,
    },
    "power_and_ir_drop": {
        "p_leak_uw": 0.00160,
        "ir_drop_v": 0.0000854,
        "power_density_nw_per_um2": 187,
        "total_power_uw": 865,
    },
    "grt": {
        "grt_pass1_wl_microns": 11300,
        "grt_overflow": 0,
        "groute.usage.overall_pct": 13.3,
        "grt_max_degree": 35,
        "grt_pass1_vias": 2508,
        "antenna_found_initial": 0,
    },
    "status": {
        "status": "complete, no violations",
    },
    "flow_run": {
        "maxCapViolations": 0,
        "warnings": 27,
    },
}
sequential cells by signal, indices dropped and copies added, names as in the netlist, named ones only:
register	count
phy_resetn	1
mdio_message	9
mdio_bitcnt	6
mdio_send	1
mdio_state	4
phy_state	4
init_counter	7
mdio_scl	1
phy_timer	11
mdio_busy	1
mdio_timer	11
phy_init_done	1
mdio_sda	1
mdio_shreg	32
where the power goes:
group	internal [uW]	switching [uW]
Combinational	14.8	24.6
Clock	161	150
Sequential	503	11.3
Total	680	186
layout make-up:
class	count	share of cell area, %
Clock buffer	10	2.76
Inverter	17	1.38
Clock inverter	6	1.89
Multi-Input combinational cell	273	33.3
Sequential cell	98	55.2
Tap cell	136	3.68
Timing Repair Buffer	9	1.73
worst max-delay path by stage:
stage     start   endpoint  slack (ns)  cells past startpoint
4_1_cts   reset  flip-flop        5.51                      6
5_1_grt   reset  flip-flop        5.44                      6
6_report  reset  flip-flop        5.51                      6
routing by layer:
| layer | vias to the layer above | share of wire (%) | GRT usage [%] |
|---|---|---|---|
| li1 | 1383 | - | - |
| met1 | 1202 | 51 | 20.9 |
| met2 | 31 | 44 | 20.1 |
| met3 | 5 | 3.8 | 4.16 |
| met4 | 0 | 1.1 | 1.12 |
| met5 | - | 0 | 0 |
cell families (layout without fill, tap and decap cells):
| logic type | after synthesis | in the layout | synth area share [%] |
|---|---|---|---|
| simple gates | 200 | 200 | 22.7 |
| flops | 98 | 98 | 60.8 |
| compound gates | 39 | 39 | 5.84 |
| buf+inv | 31 | 42 | 2.80 |
| xor+xnor | 25 | 25 | 5.22 |
| fa+ha+maj | 8 | 8 | 2.38 |
| mux | 1 | 1 | 0.268 |
cell usage after synthesis, types with 2 or more instances:
master / n / area share, %
nand2b_1: 15 / 2.2
xnor2_1: 14 / 2.9
and2_1: 2 / 0.30
dfxtp_1: 39 / 19
nand2_1: 91 / 8.1
o21ai_1: 3 / 0.36
nand3_1: 8 / 0.95
ha_1: 8 / 2.4
o21ai_0: 4 / 0.48
xor2_1: 11 / 2.3
a211oi_1: 6 / 1.1
edfxtp_1: 59 / 42
a31oi_1: 3 / 0.45
or3_1: 3 / 0.45
a21oi_1: 14 / 1.7
and3_1: 3 / 0.45
nor3_1: 7 / 0.83
nor4_1: 8 / 1.2
nor2_1: 41 / 3.7
inv_1: 16 / 1.4
nand3b_1: 4 / 0.72
a211o_1: 2 / 0.42
clkbuf_1: 13 / 1.2
or2_2: 3 / 0.45
nor2b_1: 4 / 0.60
or4_1: 2 / 0.36
or3b_2: 2 / 0.42
metrics by stage:
stage	utilization (%)	instance area, sq um	cells
4_1_cts	45.2	4620	549
6_report	45.2	4620	549
3_3_place_gp	43.1	4410	533
2_1_floorplan	-	4200	402
3_5_place_dp	43.1	4410	533
5_1_grt	45.2	4620	549
worst max-delay path, stage by stage:
cell	delay (ns)
clkdlybuf4s50_1	0.39
buf_4	0.21
a311o_1	0.33
or4_2	0.61
nand2_1	0.16
nor2_1	0.05
Power and IR drop assume default switching activity.
