**flow/run.sh**
```bash
#!/bin/bash
# OpenROAD 26Q1-2900-gdf79404cd8, Yosys 0.63+post, stock flow scripts
make -C /OpenROAD-flow-scripts/flow DESIGN_CONFIG=/design/flow/config.mk WORK_HOME=/design/flow/orfs finish
```
**flow/config.mk**
```make
export PLATFORM = sky130hd
export DESIGN_NAME = udp_panel_writer
export DESIGN_NICKNAME = udp_panel_writer
export VERILOG_FILES = /design/flow/design.v
export SDC_FILE = /design/flow/constraint.sdc
export NUM_CORES = 4
export LEC_CHECK = 1
export CORE_UTILIZATION = 50
```
**flow/constraint.sdc**
```tcl
current_design udp_panel_writer

set clk_period 5.5
set clk_io_pct 0.2

create_clock -name clk0 -period $clk_period [get_ports {clock}]

set non_clock_inputs [all_inputs -no_clocks]
set_input_delay [expr $clk_period * $clk_io_pct] -clock clk0 $non_clock_inputs
set_output_delay [expr $clk_period * $clk_io_pct] -clock clk0 [all_outputs]
```
**flow/design.v**
```verilog
module udp_panel_writer
                      #(parameter PORT_MSB = 16'h66)
                       (input  wire          clock,
                        input  wire          reset,
                        input  wire          udp_source_valid,
                        input  wire          udp_source_last,
                        output reg           udp_source_ready,
                        input  wire  [15:0]  udp_source_src_port,
                        input  wire  [15:0]  udp_source_dst_port,
                        input  wire  [31:0]  udp_source_ip_address,
                        input  wire  [15:0]  udp_source_length,
                        input  wire  [31:0]  udp_source_data,
                        input  wire  [3:0]   udp_source_error,
                        output reg [5:0]     ctrl_en,
                        output wire [3:0]    ctrl_wr,
                        output reg [15:0]    ctrl_addr,
                        output reg [23:0]    ctrl_wdat,
                        output reg led_reg
);
    assign ctrl_wr = 4'b0111;  
    localparam STATE_WAIT_PACKET = 2'b01, STATE_READ_DATA = 2'b10;
    reg [5:0] ctrl_en_reg;
    reg [1:0] udp_state;
    reg [15:0] source_port;
    reg [15:0] dest_port;
    reg [31:0] src_ip;
    reg [31:0] data;
    reg [1:0] byte_count;
    initial udp_source_ready <= 1'b0;
    always @(posedge clock) begin
        if (reset) begin
            udp_source_ready <= 1'b0;
            udp_state <= STATE_WAIT_PACKET;
            led_reg   <= 1'b1;
            ctrl_en_reg <= 6'b0;
            ctrl_addr <= 16'b0;
            ctrl_wdat <= 16'b0;
            ctrl_en   <= 1'b0;
	          data      <= 32'b0;
            byte_count <= 2'b0;
        end else begin
            ctrl_en <= 6'b0;
            case (udp_state)
                STATE_WAIT_PACKET : begin
                    udp_source_ready <= 1'b1;
                    if (udp_source_valid && (udp_source_dst_port[15:8] == PORT_MSB)) begin
                        ctrl_en_reg <= udp_source_dst_port[5:0];
                        if (!udp_source_last) begin
			                     data = {data[23:0],udp_source_data[7:0]};
			                     byte_count  <= 3'b1;
                           udp_state   <= STATE_READ_DATA;
                        end
                    end
                end
                STATE_READ_DATA : begin
                    if (udp_source_valid) begin
                        byte_count <= byte_count + 3'b1;
			                  data = {data[23:0],udp_source_data[7:0]};
			                  if (byte_count == 3'b11) begin
	                        ctrl_en          <= ctrl_en_reg;
	                        ctrl_addr        <= data[31:18];
	                        ctrl_wdat[23:16] <= data[17:12];
	                        ctrl_wdat[15:8]  <= data[11:6];
	                        ctrl_wdat[7:0]   <= data[5:0];
			                  end
                        if (udp_source_last) begin
                            udp_state <= STATE_WAIT_PACKET;
                        end
                    end
                end
            endcase
        end
    end
endmodule
```
==> commit_impl_results.txt <==
Refresh implementation metrics

- In this run, post-CTS hold repair placed 0 buffers.
- In this run the power density over the cells is 252 mW/mm^2.
- Clock latency on the worst-skew pair: 0.34 ns
- After routing the design area is 0.00442 mm^2.
- The layer flagged by global routing as most heavily used is met2.
* # resized after CTS: 0
* Number of diodes: 0
- Cell type with the largest total area: sky130_fd_sc_hd__dfxtp_1
- From the final report, the count of setup violators was given as 0.
* Fill count: 606
- Overall routed net length: 8330 um
- Total global routing track utilization: 23.4%
- Number of design-rule violations left by the first detailed-router iteration: 221
* Clk root buf: sky130_fd_sc_hd__clkbuf_8
* Number of vias per cell after detailed routing: 5.49
- Worst-path clk slew: 0.08 ns
- Tool warnings: 121
- Area of the chip: 0.00753 mm^2
* Number of nets with antenna violations after routing: 0
- Sort of element at the end of the critical path: flop
* Total congestion overflow: 0
- The highest supply drop recorded on VDD is 0.000150 V.
* Kind of start point of the critical path: input pin
- Per the layout area report, the register area comes to 0.00146 mm^2.
- After detailed placement, the total cell area comes to 0.00417 mm^2.
- Met1 global-route usage: 35.0%
* Most common cell type on the critical path: sky130_fd_sc_hd__buf_4
- Endpoints failing hold in the final report were tallied at 0.
- The final timing report lists clock skew as 0.00993 ns.
* Number of synthesized flops with an enable pin: 0
- Total negative slack: 0 ns
- Height of the die: 86.8 um
- The registers reported with the highest flop counts are data (24), ctrl_wdat (18), ctrl_addr (14).
- The clock passes through at most 2 buffers.
* Setup repair after global routing missed its margin: false
* Post-CTS repair timing setup buffer count: 0
- TritonCTS sink count: 73
- Flops out of synthesis: 73
- Share of the synthesized area in the top cell type: 40.7%
* Vias: 3125
* Area of the mapped netlist: 0.00359 mm^2
* Fraction of layout cells with a size suffix above 1: 7.40%
- The most critical hold endpoint after final layout shows a slack of 0.449 ns.
- Relative max-transition margin: 50.1%
- Number of instances in the synthesized netlist: 425
* Top achievable clock speed: 323 MHz
- Tally of yosys warning messages: 1
* Post-detailed-route DRC marker count: 0
* Layout Area Growth over Synthesis: 23.2%
- Number of library cell types mapped by synthesis: 39
* Horizontal die dimension: 86.8 um
- The HPWL after detailed placement is 5150 um.
- Clock buffers created by TritonCTS: 9
- Cell with the largest stage delay on the worst path: sky130_fd_sc_hd__nand3_1
- Largest net degree at the start of global routing: 57
- After synthesis, the share of flip-flops with an asynchronous set or reset is 0%.
- LEAKAGE: 1.79 nW
- Biggest register: data
- The OpenROAD report gives the critical path a data arrival time of 3.38 ns.
* Max Slew Vio Count: 0
- The first TritonRoute pass finished after 4 iterations.
* Number of flip-flops under the largest register name: 24
* Status: completed
- The initial antenna violation count was 0.
* Crit path required time: 5.78 ns
- Routability-driven placement finished with a final weighted congestion of 0.788.
- Dividing the final minimum period by the clock period gives 56.3%.
- The cell sequence reported for the critical path is clkdlybuf4s50_1 > buf_4 > nand3_1 > buf_4 > nor2_1 > and2_1.
- 172 I/O pins were placed.
- Per the post-synthesis stats, the area per cell is 8.45 um^2.
- Multi-input logic area: 0.00186 mm^2
- Number of cell rows: 30
- Global routing met2 resource utilization: 36.8%
* Global-route wire length before repair: 13500 um
- The synth_stat.txt file lists the number of cells as 425.
- The stat command in Yosys gives a chip area of 0.00359 mm^2.
* Final design utilization: 64.4%
* Type of the worst setup path: input pin to flop
- Met3 routing resource usage after global routing: 5.51%
* Initial cell density of the core: 52.3%
- Max-cap violations in this run came to 0.
- The routed design could run at a clock period as short as 3.10 ns.
* Hold Path Class: flop to flop
- Excluding fillers, the count of instances in the completed layout stands at 569.
* Number of global-route vias before repair: 2706
- After synthesis, flip-flops and latches occupy 40.7% of the total area.
- Clock tree from TritonCTS: done
- Among cell families on the critical path, the largest total delay comes from buffers and inverters.
* Leading register cell type out of synthesis: sky130_fd_sc_hd__dfxtp_1
- The detailed placer reported the number of placed instances as 553.
* Top area cells in the synthesized netlist: sky130_fd_sc_hd__dfxtp_1 (41%), sky130_fd_sc_hd__nand2_1 (9.3%), sky130_fd_sc_hd__and4b_1 (6.4%)
- H-Tree Level Count: 3
- Core region area: 0.00687 mm^2
- The placement report lists the number of port buffers as 64.
- Average wire per standard cell: 14.6 um
* Largest stage delay on the critical path: 0.60 ns
- Measured slew at the worst slew-check pin: 0.747 ns
- In this run the worst path has a maximum fanout of 32.
- Count of buffer and inverter cells on the critical path: 3
[metal layers]
metal  up-vias  part of all wire [%]
met5         -                     0
met4         0                  0.96
met3         8                   4.6
met2        71                    46
met1      1466                    48
li1       1580                     -
[metrics by stage]
| stage | setup WS [ns] | power, mW |
|---|---|---|
| 3_5_place_dp | 2.04 | 0.584 |
| 6_report | 2.40 | 1.12 |
| 5_1_grt | 2.17 | 1.16 |
| 4_1_cts | 2.38 | 1.13 |
| 3_3_place_gp | 2.07 | 0.584 |
| 2_1_floorplan | 3.33 | 0.564 |
[power by group]
| part | internal, mW | leakage [nW] | switching (mW) |
|---|---|---|---|
| clock network | 0.348 | 0.124 | 0.196 |
| registers | 0.529 | 0.588 | 0.000310 |
| logic | 0.0202 | 1.08 | 0.0227 |
| total | 0.897 | 1.79 | 0.219 |
[layout by cell type (no fill, tap or decap), types with 3 or more instances in the layout]
cell                               n
sky130_fd_sc_hd__and3_1            3
sky130_fd_sc_hd__a21oi_1          38
sky130_fd_sc_hd__bufinv_16         4
sky130_fd_sc_hd__buf_4            11
sky130_fd_sc_hd__nand2_1          89
sky130_fd_sc_hd__a211oi_1         24
sky130_fd_sc_hd__dfxtp_1          73
sky130_fd_sc_hd__clkdlybuf4s50_1  63
sky130_fd_sc_hd__nor2_1           10
sky130_fd_sc_hd__nand3_1           5
sky130_fd_sc_hd__clkbuf_8          9
sky130_fd_sc_hd__o22ai_1          22
sky130_fd_sc_hd__and2_1            6
sky130_fd_sc_hd__and4b_1          23
sky130_fd_sc_hd__mux2i_1           6
sky130_fd_sc_hd__nor3b_1          23
sky130_fd_sc_hd__a21o_1           20
sky130_fd_sc_hd__nor2b_1           4
sky130_fd_sc_hd__conb_1           13
[Yosys cell counts (2+ instances only)]
library cell / count
sky130_fd_sc_hd__a211oi_1: 24
sky130_fd_sc_hd__a21o_1: 20
sky130_fd_sc_hd__a21o_2: 2
sky130_fd_sc_hd__a21oi_1: 38
sky130_fd_sc_hd__a2bb2oi_1: 2
sky130_fd_sc_hd__a311o_1: 2
sky130_fd_sc_hd__and2_1: 6
sky130_fd_sc_hd__and3_1: 3
sky130_fd_sc_hd__and4b_1: 23
sky130_fd_sc_hd__buf_1: 3
sky130_fd_sc_hd__buf_2: 14
sky130_fd_sc_hd__buf_4: 15
sky130_fd_sc_hd__buf_6: 4
sky130_fd_sc_hd__clkbuf_1: 18
sky130_fd_sc_hd__conb_1: 2
sky130_fd_sc_hd__dfxtp_1: 73
sky130_fd_sc_hd__mux2i_1: 6
sky130_fd_sc_hd__nand2_1: 89
sky130_fd_sc_hd__nand3_1: 5
sky130_fd_sc_hd__nor2_1: 10
sky130_fd_sc_hd__nor2b_1: 4
sky130_fd_sc_hd__nor3b_1: 23
sky130_fd_sc_hd__o21ai_0: 2
sky130_fd_sc_hd__o22ai_1: 22
[cell families after synthesis]
kind of cell | count (synthesis) | share of synthesized area [%]
AND-OR/OR-AND | 116 | 21.0
flip-flops | 73 | 40.7
adder cells (fa/ha/maj) | 1 | 0.348
AND/OR/NAND/NOR | 171 | 27.0
buffers and inverters | 55 | 8.64
other | 2 | 0.209
multiplexers | 7 | 2.06
[layout make-up]
cell class                 instances  area share (%)
timing repair buffer              75            16.2
tap                               96            2.71
sequential                        73            33.0
clock inverter                     5            2.88
multi-input combinational        308            42.1
inverter                           1          0.0848
clock buffer                      11            2.97
[final timing paths]
path                    start    endpoint  slack, ns  depth (start not counted)
min reg2reg    ctrl_en_reg[2]  ctrl_en[2]       0.45                          1
max          udp_source_valid  ctrl_en[0]       2.40                          6
max reg2reg      udp_state[1]  ctrl_en[0]       3.13                          5
min            ctrl_en_reg[2]  ctrl_en[2]       0.45                          1
Power is estimated from default activity; no workload was simulated.
